$ cat /design/flow/config.mk
export PLATFORM = sky130hd
export DESIGN_NAME = cacheline_adaptor
export DESIGN_NICKNAME = cacheline_adaptor
export VERILOG_FILES = /design/flow/design.v
export SDC_FILE = /design/flow/constraint.sdc
export NUM_CORES = 4
export LEC_CHECK = 1
export CORE_AREA = 10 10 277 277
export DIE_AREA = 0 0 287 287
$ cat /design/flow/constraint.sdc
current_design cacheline_adaptor

set clk_period 4.3
set clk_io_pct 0.2

create_clock -name clk0 -period $clk_period [get_ports {clk}]

set non_clock_inputs [all_inputs -no_clocks]
set_input_delay [expr $clk_period * $clk_io_pct] -clock clk0 $non_clock_inputs
set_output_delay [expr $clk_period * $clk_io_pct] -clock clk0 [all_outputs]
$ cat /design/flow/design.v
interface bmem_itf(
    input   bit         clk,
    input   bit         rst
);
    logic   [31:0]      addr;
    logic               read;
    logic               write;
    logic   [63:0]      rdata;
    logic   [63:0]      wdata;
    logic               resp;
    bit                 error = 1'b0;
    modport dut (
        input           clk,
        input           rst,
        output          addr,
        output          read,
        output          write,
        input           rdata,
        output          wdata,
        input           resp
    );
    modport mem (
        input           clk,
        input           rst,
        input           addr,
        input           read,
        input           write,
        output          rdata,
        input           wdata,
        output          resp,
        output          error
    );
    modport mon (
        input           clk,
        input           rst,
        input           addr,
        input           read,
        input           write,
        input           rdata,
        input           wdata,
        input           resp,
        output          error
    );
endinterface
interface mem_itf(
    input   bit         clk,
    input   bit         rst
);
    logic   [31:0]      addr;
    logic               read;
    logic               write;
    logic   [3:0]       wmask;
    logic   [31:0]      rdata;
    logic   [31:0]      wdata;
    logic               resp;
    bit                 error = 1'b0;
    modport dut (
        input           clk,
        input           rst,
        output          addr,
        output          read,
        output          write,
        output          wmask,
        input           rdata,
        output          wdata,
        input           resp
    );
    modport mem (
        input           clk,
        input           rst,
        input           addr,
        input           read,
        input           write,
        input           wmask,
        output          rdata,
        input           wdata,
        output          resp,
        output          error
    );
    modport mon (
        input           clk,
        input           rst,
        input           addr,
        input           read,
        input           write,
        input           wmask,
        input           rdata,
        input           wdata,
        input           resp,
        output          error
    );
endinterface
interface mon_itf(
    input   bit             clk,
    input   bit             rst
);
            logic           valid;
            logic   [63:0]  order;
            logic   [31:0]  inst;
            logic           halt;
            logic   [4:0]   rs1_addr;
            logic   [4:0]   rs2_addr;
            logic   [31:0]  rs1_rdata;
            logic   [31:0]  rs2_rdata;
            logic   [4:0]   rd_addr;
            logic   [31:0]  rd_wdata;
            logic   [31:0]  pc_rdata;
            logic   [31:0]  pc_wdata;
            logic   [31:0]  mem_addr;
            logic   [3:0]   mem_rmask;
            logic   [3:0]   mem_wmask;
            logic   [31:0]  mem_rdata;
            logic   [31:0]  mem_wdata;
            bit             error = 1'b0;
endinterface
module cacheline_adaptor
(
    input clk,
    input reset_n,
    input logic [255:0] line_i,
    output logic [255:0] line_o,
    input logic [31:0] address_i,
    input read_i,
    input write_i,
    output logic resp_o,
    input logic [63:0] burst_i,
    output logic [63:0] burst_o,
    output logic [31:0] address_o,
    output logic read_o,
    output logic write_o,
    input resp_i
);
enum int unsigned {
    idle, r1, r2, r3, r4, w1, w2, w3, w4, rdone, wdone
} state, next_states;
function void set_defaults();
        resp_o = 1'b0;
        read_o = 1'b0;
        write_o = 1'b0;
        address_o = {address_i[31:5], 5'b00000};
        burst_o = '0;
endfunction
always_comb
begin : state_actions
    set_defaults();
    case(state)
        idle : begin
            end
        r1: begin
            read_o = 1'b1;
        end
        r2: begin
            read_o = 1'b1;
        end
        r3: begin
            read_o = 1'b1;
        end
        r4: begin
            read_o = 1'b1;
        end
        rdone : begin
            resp_o = 1'b1;
        end
        w1: begin
            burst_o = line_i[63:0];
            write_o = 1'b1;
        end
        w2: begin
            burst_o = line_i[127:64];
            write_o = 1'b1;
        end
        w3: begin
            burst_o = line_i[191:128];
            write_o = 1'b1;
        end
        w4: begin
            burst_o = line_i[255:192];
            write_o = 1'b1;
        end
        wdone : begin
            resp_o = 1'b1;
        end
        default: ;
    endcase
end
always_ff @(posedge clk)
begin : state_actions_ff
    if(~reset_n) begin
        line_o <= '0;
    end
    case(state)
        idle: line_o <= '0;
        r1: begin
            if(resp_i)
                line_o[63:0] <= burst_i;
        end
        r2: begin
            line_o[127:64] <= burst_i;
        end
        r3: begin
            line_o[191:128] <= burst_i;
        end
        r4: begin
            line_o[255:192] <= burst_i;
        end
        default: ;
    endcase
end
always_comb
begin : next_state_logic
    next_states = idle;
    case (state)
        idle : begin if (read_i)
                        next_states = r1;
                    if (write_i)
                        next_states = w1;
                end
        r1: begin if(resp_i)
                    next_states = r2;
                else 
                    next_states = r1;
            end
        r2: next_states = r3;
        r3: next_states = r4;
        r4: next_states = rdone;
        w1: begin if(resp_i)
                    next_states = w2;
                else 
                    next_states = w1;
            end
        w2: next_states = w3;
        w3: next_states = w4;
        w4: next_states = wdone;
        rdone : next_states = idle;
        wdone : next_states = idle;
        default: ;
     endcase
end
always_ff @(posedge clk)
begin: next_state_assignment
    if(~reset_n) begin
        state <= idle;
    end else begin 
        state <= next_states;
    end
end
endmodule : cacheline_adaptor
$ cat /design/flow/run.sh
#!/bin/bash
# OpenROAD 26Q1-2900-gdf79404cd8, Yosys 0.63+post, stock flow scripts
make -C /OpenROAD-flow-scripts/flow DESIGN_CONFIG=/design/flow/config.mk WORK_HOME=/design/flow/orfs finish
==> flow_metrics.tcl <==
# place-and-route summary
set metrics [dict create \
    status "finished clean" \
    hold_viol 0 \
    critPathLaunch "state[5]" \
    cts_setup_buffers 0 \
    yosysWarnings 1 \
    synthFlopType "edfxtp_1" \
    ys_cells 1063 \
    path_clk_slew_ps 60 \
    tool_warnings 30 \
    tightestPinTransition_ps 807 \
    skew_ps 25.0 \
    fin_crit_sh 0.826 \
    holdWs_ps 465 \
    drive_gt1_frac 0.0825 \
    power.density_nw_per_um2 316 \
    highest_layer "met5" \
    timing.final.crit_period_ps 3550 \
    yosysTopAreaCellShare 0.457 \
    maxSlewViolCount 0 \
    yosys-stat-area_um2 12600 \
    fill_cells 7158 \
    holdCritPathClass "register to register" \
    ys_top_cells_by_count "and2_1 (198), edfxtp_1 (192), nand2_1 (129)" \
    post_drt_wl_per_cell_um 23.2 \
    peakVddDrop_mv 0.283 \
    grt_pass1_vias 11500 \
    drtAntennaViolNets 0 \
    design_area_um2 20800 \
    rows 97 \
    layout.cells.non_filler 2602 \
    ys_seq_frac 0.576 \
    most_common_cell "and2_1" \
    numSynthFlops 267 \
    cts_tree "built" \
    cts_root_buf "clkbuf_16" \
    slew_headroom 0.462 \
    cts-buffers-inserted 31 \
    postSynthAreaPerCell_um2 11.9 \
    dr_total_vias 10800 \
    top_level_ports 712 \
    leakagePower_nw 7.54 \
    overflow 0 \
    m1WireLength_mm 22.3 \
    wl_met2_mm 31.0 \
    chip_area_um2 82400 \
    dpl_cell_area_um2 19700 \
    crit_type "register to output pin" \
    seq_area_um2 7280 \
    topCellsByArea "edfxtp_1 (46%), dfxtp_1 (12%), and2_1 (9.8%), a22oi_1 (7.6%), nand4bb_1 (5.7%)" \
    port_buffers 647 \
    clock.latency.late_pin_ps 580 \
    via_per_inst 4.14 \
    chipHeight_um 287 \
    rsz0062_at_grt "false" \
    max_freq_mhz 281 \
    tns_ps 0 \
    setup_viol 0 \
    grt_max_degree 79 \
    drv_cap 0 \
    place.gp.congestion 0.964 \
    largest_area_cell "edfxtp_1" \
    worst_setup_path_start_kind "register" \
    core_um2 70400 \
    grt_use_total 0.142 \
    cp_max_fo 32 \
    arrival_ps 2690 \
    first_iter_violations 655 \
    antenna_found_initial 5 \
    initCoreUtil 0.179 \
    wl_met3_mm 5.34 \
    drc 0 \
    reg2reg_slack_ps 1810 \
    cts_buffer_depth 3 \
    edf_count 192 \
    yosysUniqueCellTypes 26 \
    placed_cells 2542 \
    drt-pass1-iter-count 5 \
    critPathCaptureType "output pin" \
    holdBufCountCts 0 \
    comb_area_um2 4600 \
    post_cts_resized 0 \
    drt-total-wl_mm 60.5 \
    grt_pass1_wl_mm 84.3 \
    ys_async_sr_fraction 0 \
    synth_cells 1063 \
    die_x_um 287 \
    netlist_area_um2 12600 \
    cts.sinks 267 \
    required_ps 3440 \
    cts_max_level 1 \
    dp_hpwl_mm 47.1 \
    reg2reg_from "state[3]" \
    area_growth_pct 64.9 \
    hp-start "state[7]" \
]
[metrics by stage]
stage / util / setup WS (ps) / total power, mW
after floorplan: - / 1240 / 3.15
after global routing: 0.295 / 666 / 6.82
final: 0.295 / 746 / 6.58
after global placement: 0.280 / 981 / 3.90
after CTS: 0.295 / 712 / 6.67
after detailed placement: 0.280 / 989 / 3.90
[worst max-delay path, cell delays in order, from the launching register on]
cell and delay, ps:
dfxtp_2 780, buf_4 420, a22oi_1 150, nand2_1 210, clkdlybuf4s50_1 530
[power breakdown]
group | switching, mW | internal [mW]
sequential | 0.0517 | 2.87
combinational | 0.332 | 0.574
clock | 1.10 | 1.65
[metal layers]
layer | up-vias | track usage
li1 | 5039 | -
met1 | 5142 | 0.165
met2 | 488 | 0.250
met3 | 86 | 0.0483
met4 | 8 | 0.0361
met5 | - | 0
[final timing paths]
check | to | cells after the start
max | burst_o[62] | 4
min | state[0] | 2
max reg2reg | line_o[104] | 3
min reg2reg | state[0] | 2
[cell type report]
type / instances / share of cell area
clock inverter: 19 / 0.0115
sequential: 267 / 0.350
inverter: 2 / 0.000361
multi-input combinational: 667 / 0.221
antenna: 2 / 0.000241
clock buffer: 39 / 0.0407
tap: 940 / 0.0566
timing repair buffer: 666 / 0.319
[cells in the final DEF (no fill, tap or decap), drive strengths merged]
master         netlist  layout
o311ai               1       1
a22oi              128     128
dfxtp               75      75
inv                  2       7
nand3               64      64
clkbuf              34      39
clkdlybuf4s50        0     645
nand2b               5       5
nand2              129     129
nand3b               1       1
edfxtp             192     192
diode                0       2
o211ai              64      64
bufinv               0       4
nand4bb             64      64
buf                 97      21
nor2                 1       1
or4                  2       2
a21boi               2       2
nor2b                1       1
and2               198     198
clkinv               0       8
conb                 1       5
clkinvlp             0       2
and3                 2       2
[flip-flops by register name, summed over array words and instances (netlist names)]
name	count
line_o	256
state	11
[cells by family after synthesis]
family,count (synthesis),synth area share
AOI/OAI and AO/OA,195,0.136
buffers and inverters,133,0.0624
DFF,267,0.576
other,1,0.000297
and+or+nand+nor,467,0.225
Power is estimated from default activity; no workload was simulated.
