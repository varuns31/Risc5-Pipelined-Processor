$ cat /design/flow/config.mk
export PLATFORM = sky130hd
export DESIGN_NAME = arbiter
export DESIGN_NICKNAME = arbiter
export VERILOG_FILES = /design/flow/design.v
export SDC_FILE = /design/flow/constraint.sdc
export NUM_CORES = 4
export LEC_CHECK = 1
export CORE_AREA = 10 10 627 627
export DIE_AREA = 0 0 637 637
$ cat /design/flow/constraint.sdc
current_design arbiter

set clk_period 27.6
set clk_io_pct 0.2

create_clock -name clk0 -period $clk_period [get_ports {clk}]

set non_clock_inputs [all_inputs -no_clocks]
set_input_delay [expr $clk_period * $clk_io_pct] -clock clk0 $non_clock_inputs
set_output_delay [expr $clk_period * $clk_io_pct] -clock clk0 [all_outputs]
$ cat /design/flow/design.v
interface bmem_itf(
    input   bit         clk,
    input   bit         rst
);
    logic   [31:0]      addr;
    logic               read;
    logic               write;
    logic   [63:0]      rdata;
    logic   [63:0]      wdata;
    logic               resp;
    bit                 error = 1'b0;
    modport dut (
        input           clk,
        input           rst,
        output          addr,
        output          read,
        output          write,
        input           rdata,
        output          wdata,
        input           resp
    );
    modport mem (
        input           clk,
        input           rst,
        input           addr,
        input           read,
        input           write,
        output          rdata,
        input           wdata,
        output          resp,
        output          error
    );
    modport mon (
        input           clk,
        input           rst,
        input           addr,
        input           read,
        input           write,
        input           rdata,
        input           wdata,
        input           resp,
        output          error
    );
endinterface
interface mem_itf(
    input   bit         clk,
    input   bit         rst
);
    logic   [31:0]      addr;
    logic               read;
    logic               write;
    logic   [3:0]       wmask;
    logic   [31:0]      rdata;
    logic   [31:0]      wdata;
    logic               resp;
    bit                 error = 1'b0;
    modport dut (
        input           clk,
        input           rst,
        output          addr,
        output          read,
        output          write,
        output          wmask,
        input           rdata,
        output          wdata,
        input           resp
    );
    modport mem (
        input           clk,
        input           rst,
        input           addr,
        input           read,
        input           write,
        input           wmask,
        output          rdata,
        input           wdata,
        output          resp,
        output          error
    );
    modport mon (
        input           clk,
        input           rst,
        input           addr,
        input           read,
        input           write,
        input           wmask,
        input           rdata,
        input           wdata,
        input           resp,
        output          error
    );
endinterface
interface mon_itf(
    input   bit             clk,
    input   bit             rst
);
            logic           valid;
            logic   [63:0]  order;
            logic   [31:0]  inst;
            logic           halt;
            logic   [4:0]   rs1_addr;
            logic   [4:0]   rs2_addr;
            logic   [31:0]  rs1_rdata;
            logic   [31:0]  rs2_rdata;
            logic   [4:0]   rd_addr;
            logic   [31:0]  rd_wdata;
            logic   [31:0]  pc_rdata;
            logic   [31:0]  pc_wdata;
            logic   [31:0]  mem_addr;
            logic   [3:0]   mem_rmask;
            logic   [3:0]   mem_wmask;
            logic   [31:0]  mem_rdata;
            logic   [31:0]  mem_wdata;
            bit             error = 1'b0;
endinterface
module arbiter(
    input logic clk,
    input logic rst,
    input  logic  [31:0]     imem_address,
    input  logic             imem_read,
    input  logic             imem_write,
    output logic  [255:0]    imem_rdata,
    input  logic  [255:0]    imem_wdata,
    output logic             imem_resp,
    input  logic  [31:0]     dmem_address,
    input  logic             dmem_read,
    input  logic             dmem_write,
    output logic  [255:0]    dmem_rdata,
    input  logic  [255:0]    dmem_wdata,
    output logic             dmem_resp,
    output  logic  [31:0]     bmem_address,
    output  logic             bmem_read,
    output  logic             bmem_write,
    input   logic  [255:0]    bmem_rdata,
    output  logic  [255:0]    bmem_wdata,
    input   logic             bmem_resp
);
enum bit { IMEM, DMEM } state, next_state;
always_ff @ (posedge clk) begin
    state <= next_state;
    if (rst) state <= IMEM;
end
always_comb begin
    next_state = state;
    unique case (state)
        IMEM: begin
            if ((imem_read || imem_write) & ~imem_resp) next_state = IMEM;
            else if (dmem_read || dmem_write) next_state = DMEM;
        end
        DMEM: begin
            if ((dmem_read || dmem_write) & ~dmem_resp) next_state = DMEM;
            else if (imem_read || imem_write) next_state = IMEM;
        end
    endcase
end
always_comb begin
    bmem_address        = '0;
    bmem_read           = '0;
    bmem_write          = '0;
    bmem_wdata          = '0;
    imem_resp           = '0;
    imem_rdata          = '0;
    dmem_resp           = '0;
    dmem_rdata          = '0;
    unique case (state)
        IMEM: begin
            bmem_address        = imem_address;
            bmem_read           = imem_read;
            bmem_write          = imem_write;
            bmem_wdata          = imem_wdata;
            imem_rdata          = bmem_rdata;
            imem_resp           = bmem_resp;
        end
        DMEM: begin
            bmem_address        = dmem_address;
            bmem_read           = dmem_read;
            bmem_write          = dmem_write;
            bmem_wdata          = dmem_wdata;
            dmem_rdata          = bmem_rdata;
            dmem_resp           = bmem_resp;
        end
    endcase
end
endmodule
$ cat /design/flow/run.sh
#!/bin/bash
# OpenROAD 26Q1-2900-gdf79404cd8, Yosys 0.63+post, stock flow scripts
make -C /OpenROAD-flow-scripts/flow DESIGN_CONFIG=/design/flow/config.mk WORK_HOME=/design/flow/orfs finish
==> flow_metrics.py <==
# Auto-generated metrics
metrics = {
    "layout": {
        "biggestRegsByFlops": "state: 1 flops",
        "filler_cells_inserted": 44300,
        "logic_area_um2": 6510,
        "drive_above_1_share": 0.0838,
        "final-seq-area_um2": 23.8,
        "largest_register": "state",
        "finalNonFillerCells": 7539,
        "area_growth_pct": 321,
        "largest_register_ff_count": 1,
        "stdcell_area_um2": 29500,
    },
    "detailed_routing": {
        "drt-vias-per-instance": 2.16,
        "drt_iter0_markers": 794,
        "routed_wire_length_per_instance_um": 54.3,
        "drc": 0,
        "first_pass_iters": 5,
        "ant_nets": 0,
        "drt_wl_total_um": 409000,
        "number_of_vias_after_detailed_routing": 16300,
    },
    "synthesis": {
        "top_area_frac": 0.305,
        "yosysWarningCount": 1,
        "register_area_share_after_synthesis": 0.00285,
        "ys_cells": 900,
        "synthesis.area_um2": 7010,
        "synthDominantAreaCellType": "sky130_fd_sc_hd__mux2_2",
        "parity_gate_share_of_the_synthesized_area_counting_xor_and_xnor_cells": 0,
        "synthAoiAreaFrac": 0.00250,
        "yosys-stat-area_um2": 7010,
        "postSynthCellCount": 900,
        "prevailing_logic_family_in_the_synthesized_netlist": "multiplexers",
        "synth.area.top_cells": "sky130_fd_sc_hd__mux2_2, sky130_fd_sc_hd__nor2b_1, sky130_fd_sc_hd__and2_1, sky130_fd_sc_hd__mux2_1, sky130_fd_sc_hd__buf_2",
        "post_synth.cell_area_avg_um2": 7.79,
        "mux_area_frac": 0.466,
        "ys_ff": 1,
        "synth-simple-area-share": 0.460,
        "ys_types": 14,
        "post_synth_adder_cell_area": 0,
    },
    "floorplanning": {
        "die_height_um": 637,
        "core_area_um2": 379000,
        "fp-utilization": 0.0185,
        "io_pins": 1643,
        "die_width_um": 637,
        "floorplan.die_area_um2": 406000,
        "rows": 226,
    },
    "final_timing": {
        "max-slew-margin-rel": 0.200,
        "timing_max_transition_violations_final": 0,
        "period_used_share": 0.470,
        "maxClockFrequency_ghz": 0.0771,
        "finalClockSkew_ps": 0,
        "timing_worst_slew_pin_value_ps": 1200,
        "finalSetupTns_ps": 0,
        "final_hold_viol_count": 0,
        "endpoints_failing_setup": 0,
        "min_period_ps": 12970,
        "rsz_0062_raised_after_global_routing": "no",
    },
    "worst_setup_path": {
        "worst_ep_arrival_time_ps": 7450,
        "path_cells": "clkdlybuf4s50_1, and2_1, clkdlybuf4s50_1",
        "critPathSlowestCell": "sky130_fd_sc_hd__clkdlybuf4s50_1",
        "crit_type": "in2out",
        "regToRegEndpoint": "state",
        "cpPeakStageDelay_ps": 980,
        "setup.worst_path.start_class": "primary input",
        "worst_r2r_startpoint": "state",
        "critPathTopFamily": "buffers and inverters",
        "critPathCaptureType": "output port",
        "cp_num_buf_inv": 2,
        "path_common_cell": "sky130_fd_sc_hd__clkdlybuf4s50_1",
        "worst-r2r-cell-count": 4,
        "regToRegSetupSlack_ps": 25930,
        "worst_ep_required_time_ps": 22080,
        "crit_path_max_fanout": 2,
    },
    "global_route": {
        "first_global_vias": 15400,
        "antenna_found_initial": 486,
        "grt_overflow": 0,
        "grt_pass1_wl_um": 445000,
        "grt_start_max_net_pins": 106,
        "grt_use_total": 0.197,
    },
    "place": {
        "placed_instances": 7485,
        "portBuffers": 1642,
        "place.gp.congestion": 1.04,
        "detailed_place_hpwl_um": 398000,
        "place_area_um2": 29400,
    },
    "clock_tree": {
        "clock_insertion_delay_at_the_later_pin_of_the_skew_report_ps": 0,
        "cts-hold-fix-buffers": 0,
        "clkSlewWorstSetupHoldPaths_ps": 0,
        "cts_repair_resize_count": 0,
        "post-cts-setup-buffers": 0,
    },
    "power_and_ir_drop": {
        "p_leak_uw": 0.00886,
        "post-layout-total-power_uw": 709,
        "power.ir.vdd_worst_mv": 0.0145,
        "pwr_density_cell_nw_per_um2": 24.0,
    },
    "hold_path": {
        "holdCritStartpoint": "state",
        "worst_hold_path_type": "reg2reg",
        "cell_depth_of_the_worst_hold_path": 3,
        "holdPathEnd": "state",
    },
    "status": {
        "status": "finished clean",
    },
    "job": {
        "warning_count": 32,
        "max-cap-violations": 0,
    },
}
[worst max-delay path by stage]
stage / start / to / slack [ps] / depth (start not counted)
CTS: imem_wdata[235] / bmem_wdata[235] / 14630 / 3
global route: imem_wdata[235] / bmem_wdata[235] / 14590 / 3
finish: bmem_rdata[161] / dmem_rdata[161] / 14630 / 3
[layer usage]
| layer | up-vias | part of all wire | global-route usage |
|---|---|---|---|
| li1 | 6155 | - | - |
| met1 | 7000 | 0.31 | 0.184 |
| met2 | 1987 | 0.48 | 0.340 |
| met3 | 952 | 0.17 | 0.153 |
| met4 | 158 | 0.034 | 0.0344 |
| met5 | - | 0.0035 | 0.00666 |
[power by group]
| part | switching (uW) | internal (uW) | leakage [uW] |
|---|---|---|---|
| Combinational | 386 | 319 | 0.00885 |
| Sequential | 2.17 | 1.63 | 0.00000891 |
| Clock | 0 | 0.000271 | 0.000000342 |
| Total | 388 | 321 | 0.00886 |
[area by class of cell]
type,count,share of cell area
Sequential cell,1,0.000806
Tap cell,5016,0.213
Timing Repair Buffer,1658,0.561
Multi-Input combinational cell,810,0.221
Antenna cell,54,0.00458
[synth_stat cells (all sizes together)]
library cell / n
o22ai: 1
nor2: 1
a31oi: 1
nand2: 1
mux2: 290
dfxtp: 1
clkbuf: 28
o21ai: 1
and2: 257
buf: 61
nor2b: 258
[logic make-up (layout without fill, tap and decap cells)]
| family | Yosys count | after routing |
|---|---|---|
| mux | 290 | 290 |
| compound gates | 3 | 3 |
| other cells | 0 | 54 |
| simple gates | 517 | 517 |
| buf+inv | 89 | 1658 |
| flops | 1 | 1 |
[through the flow]
| stage | utilization | setup slack (ps) | hold slack, ps |
|---|---|---|---|
| finish | 0.0778 | 14630 | 1080 |
| global route | 0.0776 | 14590 | 1180 |
| CTS | 0.0774 | 14630 | 1140 |
| detailed placement | 0.0774 | 14640 | 1140 |
| global placement | 0.0774 | 14620 | 1140 |
| floorplan | - | 16310 | 738 |
[cell usage in the layout, fill, tap and decap left out]
master,instances
sky130_fd_sc_hd__diode_2,54
sky130_fd_sc_hd__o22ai_1,1
sky130_fd_sc_hd__clkdlybuf4s50_1,1642
sky130_fd_sc_hd__mux2_2,190
sky130_fd_sc_hd__nor2_1,1
sky130_fd_sc_hd__o21ai_0,1
sky130_fd_sc_hd__dfxtp_4,1
sky130_fd_sc_hd__nor2b_1,258
sky130_fd_sc_hd__buf_4,16
sky130_fd_sc_hd__and2_1,257
sky130_fd_sc_hd__mux2_1,100
sky130_fd_sc_hd__nand2_1,1
sky130_fd_sc_hd__a31oi_1,1
[tightest hold or removal path, stage by stage, from the launching register on]
cell,delay (ps)
sky130_fd_sc_hd__dfxtp_4,500
sky130_fd_sc_hd__buf_4,350
sky130_fd_sc_hd__nand2_1,100
sky130_fd_sc_hd__a31oi_1,80
Power figures rest on the tool's default switching activity, not on a simulated workload.
